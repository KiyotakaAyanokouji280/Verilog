==> ./config.mk <==
export PLATFORM = sky130hd
export DESIGN_NAME = topLevelFifo
export DESIGN_NICKNAME = topLevelFifo
export VERILOG_FILES = /design/flow/design.v
export SDC_FILE = /design/flow/constraint.sdc
export NUM_CORES = 4
export LEC_CHECK = 1
export CORE_AREA = 10 10 70 70
export DIE_AREA = 0 0 80 80
==> ./constraint.sdc <==
current_design topLevelFifo

set clk_period 1.5
set clk_io_pct 0.2

create_clock -name clk0 -period $clk_period [get_ports {clk}]

set non_clock_inputs [all_inputs -no_clocks]
set_input_delay [expr $clk_period * $clk_io_pct] -clock clk0 $non_clock_inputs
set_output_delay [expr $clk_period * $clk_io_pct] -clock clk0 [all_outputs]
==> ./design.v <==
module topLevelFifo (rd_en, wr_en, is_full, is_empty, overflow, underflow, data_in, data_out, clk, reset);
    input clk, reset, rd_en, wr_en;
    output is_full, is_empty, overflow, underflow;
    input [7:0] data_in;
    output [7:0] data_out;
    wire [4:0] rd_ptr, wr_ptr;
    wire fifo_wr, fifo_rd;
    memoryBlock main_memory (wr_en, rd_en, wr_ptr, rd_ptr, clk, data_out, data_in);
    readPointer main_read (fifo_rd, rd_en, clk, reset, rd_ptr, is_empty);
    writePointer main_write (wr_en, wr_ptr, clk, reset, fifo_wr, is_full);
    statusModule main_status(is_full, is_empty, overflow, underflow, fifo_rd, fifo_wr, rd_en, wr_en, clk, reset, rd_ptr, wr_ptr);
endmodule
module memoryBlock (wr_en, rd_en, wr_ptr, rd_ptr, clk, data_out, data_in);
input wr_en, rd_en;
input [4:0] wr_ptr, rd_ptr;
input [7:0] data_in;
input clk;
output reg [7:0] data_out;
reg [7:0] data_16_stage[15:0];
always @ (posedge clk) begin
    if(rd_en & wr_en & (rd_ptr[3:0] != wr_ptr[3:0])) begin
         data_out <= data_16_stage[rd_ptr[3:0]];
         data_16_stage[wr_ptr[3:0]] <= data_in;
    end
    else if (rd_en & wr_en & (rd_ptr[3:0] == wr_ptr[3:0])) begin
    end
    else if (rd_en) begin
        data_out <= data_16_stage[rd_ptr[3:0]];
    end
    else if (wr_en) begin
        data_16_stage[wr_ptr[3:0]] <= data_in;
    end
    else begin
    end
end
endmodule
module readPointer (fifo_rd, rd_en, clk, reset, rd_ptr, is_empty);
input rd_en;
input clk, reset;
input is_empty;
output fifo_rd;
output reg [4:0] rd_ptr;
assign fifo_rd = rd_en & ~is_empty;
always @ (posedge clk) begin
    if (reset) begin
        rd_ptr <= 5'b00000;
    end
    else if (fifo_rd) begin
        rd_ptr <= rd_ptr + 5'b00001;
    end
    else begin
        rd_ptr <= rd_ptr;
    end
end
endmodule
module writePointer(wr_en, wr_ptr, clk, reset, fifo_wr, is_full);
input wr_en, clk, reset;
input is_full;
output fifo_wr;
output reg [4:0] wr_ptr;
assign fifo_wr = wr_en & ~is_full;
always @ (posedge clk) begin
    if (reset) begin
        wr_ptr <= 5'b00000;
    end
    else if (fifo_wr) begin
        wr_ptr <= wr_ptr + 5'b00001;
    end
    else begin
        wr_ptr <= wr_ptr;
    end
end
endmodule
module statusModule (is_full, is_empty, overflow, underflow, fifo_rd, fifo_wr, rd_en, wr_en, clk, reset, rd_ptr, wr_ptr);
    input clk, reset, rd_en, wr_en, fifo_rd, fifo_wr;
    input [4:0] rd_ptr, wr_ptr;
    output reg is_full, is_empty, overflow, underflow;
    wire comparision_bit, set_overflow, set_underflow;
    wire pointers_equal;
    wire [4:0] pointer_result;
    assign set_overflow = is_full & wr_en;
    assign set_underflow = is_empty & rd_en;
    always @ (*) begin
        is_full = pointers_equal & comparision_bit;
        is_empty = pointers_equal & ~comparision_bit;
    end
    always @ (posedge clk) begin
        if (reset) overflow <= 1'b0;
        else if (set_overflow==1 && fifo_rd==0) overflow <= 1;
        else overflow <= overflow;
    end
    always @ (posedge clk) begin
        if (reset) underflow <= 0;
        else if (set_underflow == 1 && fifo_wr == 0) underflow <= 1;
        else underflow <= underflow;
    end
endmodule
==> ./run.sh <==
#!/bin/bash
# OpenROAD 26Q1-2900-gdf79404cd8, Yosys 0.63+post, stock flow scripts
make -C /OpenROAD-flow-scripts/flow DESIGN_CONFIG=/design/flow/config.mk WORK_HOME=/design/flow/orfs finish
==> ci_impl_report.md <==
## Implementation flow summary

| Metric | Value |
|---|---|
| Floorplan utilization | `0.155` |
| Yosys stat area | `529 µm²` |
| Min Tclk post-route | `1370 ps` |
| Kind of cell adding the most delay to the critical path | `buffers and inverters` |
| Area grow syn2layout | `47.0%` |
| Num CTS Buffers | `3` |
| Setup Buffers After CTS | `0` |
| Largest net degree at the start of global routing | `9` |
| Synth top area share | `0.908` |
| Share of cells above drive strength 1 | `0.114` |
| Dpl ws | `130 ps` |
| Slowest cell on the critical path | `clkdlybuf4s50_1` |
| Initial antenna violation count | `0` |
| Final Hold Fails | `0` |
| Average cell area after synthesis | `23.0 µm²` |
| Crit path cell chain | `clkdlybuf4s50_1` |
| Status | `finished, final reports clean` |
| GR Overflow Total | `0` |
| Antenna Cells | `0` |
| Worst-case clock buffer depth | `2` |
| Worst setup SP type | `flip-flop` |
| Max Cap Viol | `0` |
| WL final | `884 µm` |
| Netlist cell types | `5` |
| Yosys warns | `6` |
| RD Place Congestion | `0.647` |
| Top cells by area | `edfxtp_1 91%, buf_4 5.7%, and2b_2 1.7%` |
| Antenna Nets Post-Route | `0` |
| Layout Cells excl Fill | `90` |
| Worst hold path type | `reg2reg` |
| Worst vdd ir | `0.350 mV` |
| Cts-stage hold buffer count | `0` |
| Slew Viols, Final | `0` |
| Clk_skew | `0.920 ps` |
| Drt first pass iters | `2` |
| TritonCTS Sinks | `16` |
| Worst setup margin | `128 ps` |
| #FFs+latches synth | `16` |
| Total Neg Setup Slack | `0 ps` |
| Vert. Die Dim | `80 µm` |
| RSZ-0062 raised after global routing | `no` |
| Vias/cell | `2.61` |
| GRT Total Usage | `0.0275` |
| CTS tree | `done` |
| WP buf/inv | `1` |
| Clk ins delay skew pair | `270 ps` |
| Number of placed instances, taps included | `87` |
| Hold slack | `422 ps` |
| Part of the cycle the worst path needs | `0.915` |
| Die W | `80 µm` |
| Io pins | `24` |
| Part of the Yosys area used for sequential elements | `0.908` |
| Worst path arrival time | `1070 ps` |
| First-pass GRT wire length | `1.32 mm` |
| DP Wirelength | `771 µm` |
| Fmax | `0.729 GHz` |
| Power Dens Cells | `993 mW/mm²` |
| WS Path Type | `reg2out` |
| CP Data Required Time | `1200 ps` |
| Core area | `0.00342 mm²` |
| CP peak stage delay | `470 ps` |
| Port bufs | `18` |
| FP Rows | `21` |
| Post-cts resize count | `0` |
| First DRT Iteration DRCs | `10` |
| Setup violators final | `0` |
| Area leader, netlist | `edfxtp_1` |
| Yosys cell count | `23` |
| Clock transition at path regs | `80 ps` |
| Setup crit end kind | `primary output` |
| CP Max Fanout | `1` |
| Total number of vias | `235` |
| Mapped cell area | `529 µm²` |
| Log Warnings | `26` |
| Pwr Total | `0.773 mW` |
| Residual DRC count | `0` |
| Vias in the first global route | `287` |
| LEAKAGE | `0.260 nW` |
| H-Tree Level Count | `1` |
| Mean routed wirelength per cell | `9.82 µm` |
| CTS Root Cell | `clkbuf_4` |
| Mapped Cells | `23` |
| Die footprint | `0.00640 mm²` |
[sequential cells by signal, indices dropped and copies added, names as in the netlist]
name,count
main_memory.data_out,8
main_memory.data_16_stage,8
[stage by stage]
stage / instance area, µm² / util
CTS: 778 / 0.228
floorplan: 541 / -
global route: 778 / 0.228
finish: 778 / 0.228
detailed placement: 756 / 0.221
global placement: 756 / 0.221
[power by group]
part | switching (mW) | total [mW] | internal [mW]
registers | 0.00533 | 0.523 | 0.518
logic | 0.0131 | 0.0490 | 0.0359
clock network | 0.108 | 0.201 | 0.0928
[cell families after synthesis]
kind of cell,share of synthesized area
other,0.00709
DFF,0.908
buffers and inverters,0.0567
and+or+nand+nor,0.0284
[cells in the mapped netlist, drive strengths merged]
library cell and count:
edfxtp 16, buf 4, and2b 1, conb 1, nor2b 1
[worst paths after layout]
path | from | to | slack [ps] | cells past startpoint
setup / recovery | main_memory.data_out[5]$_DFFE_PP_ | data_out[5] | 130 | 1
hold / removal | main_memory.data_16_stage[0][2]$_DFFE_PP_ | main_memory.data_out[2]$_DFFE_PP_ | 420 | 0
setup reg to reg | main_memory.data_16_stage[0][3]$_DFFE_PP_ | main_memory.data_out[3]$_DFFE_PP_ | 870 | 0
hold reg to reg | main_memory.data_16_stage[0][2]$_DFFE_PP_ | main_memory.data_out[2]$_DFFE_PP_ | 420 | 0
[area by class of cell]
class / instances / area (µm²)
fillers: 373 / 2640
flip-flops and latches: 16 / 480
repair buffers: 19 / 188
well taps: 46 / 57.6
multi-input cells: 6 / 30.0
clock buffers: 3 / 22.5
[layer usage]
metal,vias up,track usage,share of wire,wire (µm)
met4,0,0.00176,0,0
met1,100,0.0307,0.48,423
met2,15,0.0353,0.38,336
li1,120,-,-,-
met3,0,0.0318,0.14,123
met5,-,0,0,0
[cell usage in the layout (no fill, tap or decap), drive strengths merged]
cell / synthesis / routed
clkbuf: 0 / 3
buf: 4 / 1
and2b: 1 / 1
nor2b: 1 / 1
clkdlybuf4s50: 0 / 18
conb: 1 / 4
edfxtp: 16 / 16
Power figures rest on the tool's default switching activity, not on a simulated workload.
